==> design.v <==
module cache #(
    localparam ByteOffsetBits = 4,
    localparam IndexBits = 6,
    localparam TagBits = 22,
    localparam NrWordsPerLine = 4,
    localparam NrLines = 64,
    localparam LineSize = 32 * NrWordsPerLine
) (
    input logic clk_i,
    input logic rstn_i,
    input logic [31:0] addr_i,
    input logic read_en_i,
    output logic read_valid_o,  
    output logic [31:0] read_word_o,
    output logic [31:0] mem_addr_o,
    output logic mem_read_en_o,
    input logic mem_read_valid_i,
    input logic [LineSize-1:0] mem_read_data_i
);
    logic [NrWordsPerLine-1:0][31:0] cache_data [NrLines];  
    logic [TagBits-1:0] cache_tag [NrLines];  
    logic cache_valid [NrLines];  
    logic [TagBits-1:0] tag;  
    logic [IndexBits-1:0] index;  
    logic [ByteOffsetBits-1:0] offset;  
    assign tag = addr_i[31:32-TagBits];
    assign index = addr_i[32-TagBits-1:ByteOffsetBits];
    assign offset = addr_i[ByteOffsetBits-1:0];
    logic hit;
    assign hit = cache_valid[index] && (cache_tag[index] == tag); 
    assign read_word_o = hit ? cache_data[index][offset] : mem_read_data_i[offset*32 +: 32];  
    assign read_valid_o = (hit && read_en_i) || mem_read_valid_i;  
    assign mem_addr_o = {tag, index, {ByteOffsetBits{1'b0}}};  
    assign mem_read_en_o = !hit && read_en_i;  
    always_ff @(posedge clk_i or negedge rstn_i) begin
        if (!rstn_i) begin  
            for (int i = 0; i < NrLines; i++) begin
                cache_valid[i] <= 1'b0;
            end
        end else if (mem_read_valid_i) begin  
            cache_data[index] <= mem_read_data_i;
            cache_tag[index] <= tag;
            cache_valid[index] <= 1'b1;
        end
    end
endmodule
==> run.sh <==
#!/bin/bash
# OpenROAD 26Q1-2900-gdf79404cd8, Yosys 0.63+post, stock flow scripts
make -C /OpenROAD-flow-scripts/flow DESIGN_CONFIG=/design/flow/config.mk WORK_HOME=/design/flow/orfs finish
==> config.mk <==
export PLATFORM = sky130hd
export DESIGN_NAME = cache
export DESIGN_NICKNAME = cache
export VERILOG_FILES = /design/flow/design.v
export SDC_FILE = /design/flow/constraint.sdc
export NUM_CORES = 4
export LEC_CHECK = 1
export CORE_UTILIZATION = 40
==> constraint.sdc <==
current_design cache

set clk_period 21.4
set clk_io_pct 0.2

create_clock -name clk0 -period $clk_period [get_ports {clk_i}]

set non_clock_inputs [all_inputs -no_clocks]
set_input_delay [expr $clk_period * $clk_io_pct] -clock clk0 $non_clock_inputs
set_output_delay [expr $clk_period * $clk_io_pct] -clock clk0 [all_outputs]
==> results_dict.tcl <==
# implementation run metrics
set metrics [dict create \
    hold_buffers 0 \
    ys_sh_xor_pct 0.0150 \
    post-synth-top-area-fraction_pct 82.4 \
    synthDistinctLibCells 83 \
    final_antenna_net_count 0 \
    antenna_found_initial 162 \
    cts_max_level 6 \
    synth_flops 9664 \
    cts_setup_buffers 0 \
    n_fill_cell 71100 \
    synth_area_sq_um 350000 \
    wl_per_cell_um 48.6 \
    reg2regPathDepth 1 \
    stdcell_count 33100 \
    critical_path.top_delay_family "buffers and inverters" \
    fin_crit_ps 17960 \
    setup_viol 0 \
    routed_wl_um 1610000 \
    drc 0 \
    crit_required_ps 17120 \
    grt.busiest_layer "met2" \
    min_path_cells 1 \
    slew_viol_final 2 \
    critPathMostFrequentCell "buf_4" \
    core_sq_um 872000 \
    drt_iter0_markers 22400 \
    finClkSkew_ps 0 \
    cts_tree "done" \
    initial_core_util_pct 40.1 \
    dieWidth_um 937 \
    violations "capacitance limit, slew limit" \
    grt_pass1_vias 229000 \
    crit_type "input port to primary output" \
    cp_num_buf_inv 9 \
    ys_cells 19300 \
    finalHoldViolations 0 \
    cts_buffers 921 \
    synthAdderAreaFrac_pct 0 \
    setup-tns-final_ps 0 \
    cp_max_fo 44 \
    hp-class "register to register" \
    synthCells 19300 \
    p_leak_nw 130 \
    crit_arrival_ps 13680 \
    synth-async-reset-ratio_pct 0.662 \
    first_pass_iters 8 \
    path_cells "buf_2 -> buf_4 -> nand4b_2 -> nor2_4 -> buf_4 -> buf_4 -> buf_4 -> a22oi_1 -> nand3_1 -> nor4_1 -> a21oi_1 -> xor2_1 -> nor4_1 -> nand4_1 -> buf_4 -> buf_4 -> mux2i_1 -> o21ai_1 -> buf_4 -> clkdlybuf4s50_1" \
    num_rows 343 \
    crit_path_max_incr_delay_ps 1290 \
    setup_ws_ps 3440 \
    critPathLaunchType "input port" \
    top_logic_kind "AND-OR/OR-AND gates" \
    die_h_um 937 \
    utilization_pct 46.2 \
    grt_start_max_net_pins 67 \
    max_freq_mhz 55.7 \
    avgViaCountPerCell 6.81 \
    dp_hpwl_um 902000 \
    vdd_drop_max_mv 0.105 \
    drive_gt1_share_pct 14.1 \
    syn_area_per_cell_sq_um 18.1 \
    synthMuxAreaShare_pct 0.307 \
    yosys_area_sq_um 350000 \
    io_buffer_count 225 \
    crit_slowest_cell "nor4_1" \
    grt_pass1_wl_um 2090000 \
    cp.depth 20 \
    dieArea_sq_um 878000 \
    cts-resized-gates 0 \
    relSlewSlack_pct -4.64 \
    cts_buffer_depth 4 \
    clkTransAtPathRegs_ps 60 \
    flop_cell "edfxtp_1" \
    post-place-ws_ps 4190 \
    aoi_share_pct 10.5 \
    grt_use_total_pct 39.8 \
    rsz0062_at_grt "false" \
    io_pins 230 \
    synth_top_cell_by_area "edfxtp_1" \
    grt_overflow 0 \
    clock_sinks 9664 \
    met2_usage_pct 51.1 \
    dr_total_vias 225000 \
    clockRootBuffer "clkbuf_16" \
    routabilityCongestion 0.979 \
    synth_warnings 4 \
    yosysSeqAreaShare_pct 82.9 \
    status "complete, but fails checks" \
    grt_use_met1_pct 34.8 \
    powerDensity_nw_per_um2 95.6 \
    syn_to_final_growth_pct 15.2 \
    warnings 28 \
    simple_gate_area_share_pct 4.86 \
    place_inst 31200 \
    maxCapViolations 1 \
    fin_crit_sh_pct 83.9 \
    endpoint_kind "primary output" \
    worst_pin_slew_ps 1560 \
    yosys-top-cells-area "edfxtp_1, a22oi_1, nand4_1" \
    grt_use_met3_pct 42.5 \
    clk-insertion-delay-late_ps 1190 \
    edf_count 9600 \
]
[report_power, final]
group / internal [mW] / leakage, nW / total (mW) / switching [mW]
registers: 20.9 / 87.1 / 20.9 / 0.0302
clock network: 9.02 / 14.5 / 16.3 / 7.30
logic: 0.244 / 28.0 / 1.29 / 1.04
[cells by family after synthesis]
family	Yosys count
buffers and inverters	1249
other	1
AOI/OAI and AO/OA	4917
and+or+nand+nor	3360
muxes	105
xor gates and xnor gates	6
DFF	9664
[flip-flops by register name (all words and copies together), names as in the netlist]
signal,flops
cache_data,8192
cache_tag,1408
cache_valid,64
[routing by layer]
layer | up-vias | wire (um)
li1 | 83200 | -
met1 | 108000 | 398000
met2 | 27100 | 667000
met3 | 6660 | 392000
met4 | 528 | 136000
met5 | - | 17300
[area by class of cell]
type                    count  area [sq um]  area share [%]
diodes                    124           310          0.0770
multi-input cells        8392         55700            13.8
flip-flops and latches   9664        290000            71.9
clock inverters           549          5760            1.43
well taps               11600         14500            3.59
repair buffers           1613         12600            3.12
clock buffers            1170         24200            6.01
inverters                  17          63.8          0.0158
[synthesized netlist by cell type, drive strengths merged, types with 5 or more instances]
| cell type | n |
|---|---|
| nand4bb | 6 |
| nor4 | 207 |
| a21o | 63 |
| mux2i | 88 |
| nand2 | 1163 |
| o21bai | 6 |
| nor3b | 6 |
| o211ai | 29 |
| and4 | 13 |
| or4 | 9 |
| a21oi | 123 |
| a221oi | 18 |
| nand2b | 6 |
| mux2 | 17 |
| nor2b | 5 |
| o22ai | 20 |
| nand3b | 12 |
| clkbuf | 858 |
| a2111oi | 70 |
| or3 | 9 |
| dfrtp | 64 |
| nand4 | 753 |
| and2 | 6 |
| a22o | 70 |
| o21a | 30 |
| and3 | 179 |
| buf | 374 |
| nor3 | 324 |
| o21ai | 119 |
| nor4b | 6 |
| and4b | 8 |
| nand4b | 8 |
| xor2 | 5 |
| or4b | 5 |
| a211oi | 5 |
| inv | 17 |
| a22oi | 4287 |
| nand3 | 420 |
| o221ai | 38 |
| nor2 | 203 |
| a32oi | 5 |
| a221o | 10 |
| edfxtp | 9600 |
[metrics by stage]
| stage | power (mW) | hold WS, ps | cell area, sq um |
|---|---|---|---|
| floorplan | 21.7 | 420 | 350000 |
| global placement | 22.5 | 431 | 373000 |
| detailed placement | 22.5 | 437 | 373000 |
| CTS | 38.4 | 450 | 403000 |
| global route | 39.2 | 464 | 403000 |
| finish | 38.5 | 451 | 403000 |
[cells in the final DEF, fill, tap and decap left out, types with 66 or more instances in the layout]
cell type and n:
a21oi_1 123, a22o_1 70, a22oi_1 4287, and3_1 178, buf_2 158, buf_4 1332, bufinv_16 82, clkbuf_1 231
clkbuf_16 926, clkdlybuf4s50_1 66, clkinv_1 208, clkinv_2 163, diode_2 124, edfxtp_1 9600, mux2i_1 79, nand2_1 1159
nand3_1 420, nand4_1 753, nor2_1 133, nor2_4 70, nor3_1 264, nor4_1 205, o21ai_0 111
[path summary, 6_finish.rpt]
check / startpoint / end / slack, ps
hold reg to reg: cache_valid[63] / cache_valid[63] / 450
max in group asynchronous: rstn_i / cache_valid[41] / 17040
setup / recovery: addr_i[4] / read_word_o[4] / 3440
hold / removal: cache_valid[63] / cache_valid[63] / 450
min in group asynchronous: rstn_i / cache_valid[13] / 3160
setup reg to reg: cache_valid[1] / cache_valid[1] / 20660
No activity file was given, so power comes from the tool's default toggle rates.
