===== run.sh =====
#!/bin/bash
# OpenROAD 26Q1-2900-gdf79404cd8, Yosys 0.63+post, stock flow scripts
make -C /OpenROAD-flow-scripts/flow DESIGN_CONFIG=/design/flow/config.mk WORK_HOME=/design/flow/orfs finish

===== config.mk =====
export PLATFORM = sky130hd
export DESIGN_NAME = alu
export DESIGN_NICKNAME = alu
export VERILOG_FILES = /design/flow/design.v
export SDC_FILE = /design/flow/constraint.sdc
export NUM_CORES = 4
export LEC_CHECK = 1
export CORE_UTILIZATION = 30

===== constraint.sdc =====
current_design alu

set clk_period 13.8
set clk_io_pct 0.2

create_clock -name clk0 -period $clk_period

set non_clock_inputs [all_inputs -no_clocks]
set_input_delay [expr $clk_period * $clk_io_pct] -clock clk0 $non_clock_inputs
set_output_delay [expr $clk_period * $clk_io_pct] -clock clk0 [all_outputs]

===== design.v =====
module alu (
    input [3:0] func_i,
    input signed [31:0] op1_i,
    input signed [31:0] op2_i,
    output signed [31:0] d_o,
    output zero_o,
    output lt_o
);
  logic [31:0] d_w;
  always_comb begin
    case (func_i)
      1:  d_w = op1_i + op2_i;   
      2:  d_w = op1_i - op2_i;   
      3:  d_w = op1_i & op2_i;   
      4:  d_w = op1_i ^ op2_i;   
      5:  d_w = op1_i | op2_i;   
      6:  d_w = {31'b0, op1_i < op2_i};   
      7:  d_w = {31'b0, $unsigned(op1_i) < $unsigned(op2_i)};   
      8:  d_w = op1_i << op2_i[4:0];   
      9:  d_w = op1_i >> op2_i[4:0];   
      10: d_w = op1_i >>> op2_i[4:0];   
      11: d_w = op1_i;   
      12: d_w = 32'hxxxxxxxx;
      default: d_w = 32'h0;
    endcase   
  end
  assign zero_o = (d_w == 32'h0) ? 1'b1 : 1'b0;
  assign lt_o = ($signed(d_w) < $signed(32'h0)) ? 1'b1 : 1'b0;
  assign d_o = d_w;
endmodule

==> run summary <==
This note records the results obtained with Yosys and OpenROAD.

Final timing
The slew at the pin closest to its max-slew limit is 1.10 ns. Post-route period utilization is reported as 80.4%. The minimum clock period after layout is 11.09 ns. Final hold analysis gives a worst-case slack of 6.81 ns. Setup violations remaining at the end of the flow were counted as 0. In the final timing run, aggregate negative setup slack is 0 ns. Counting pins that exceed their max-slew limit in the final report gives 0. Counting endpoints that fail hold in the final report gives 0.

The worst relative slew slack is 25.8%. Setup repair after global routing left no endpoint under its margin. Derived from the worst setup path, the maximum achievable clock frequency is 0.0901 GHz.

Final layout
The layout has 0 clock buffers. The design has 0 sequential cells. The number of non-filler instances in the completed layout is 1942. The post-layout instance area is 11500 sq um. The sequential standard cell area is 0 sq um. Compared with the post-synthesis result, the final layout area differs by 11.7%.

Counting the fill cells in the layout gives 3674. In the final layout, the share of cells above drive strength 1 is 9.84%.

Place
The half-perimeter wire length after detailed placement is 44100 microns. Per the gpl log, the routability congestion estimate is 1.06. The number of instances in the placed design is 1942. Per the placement log, port buffering inserted 102 buffers. The placed standard-cell area is 11500 sq um.

Setup path
The required time reported for the critical path endpoint is 11.04 ns. The maximum fanout along the worst path is 43. The arrival time at the worst endpoint is 8.33 ns. The element type at the critical path end is an output port. Following the worst setup path forward leads to its endpoint at zero_o. The worst setup path is launched from a primary input. For reference, the critical path is launched at op2_i[4].

The setup path with the least slack is of type in -> out.

Route
The first routing iteration left 1531 violations. Per the detail_route report, routed wire per instance is 29.2 microns. The count of nets left with antenna violations once routing finished came out at 0.

The average vias per placed instance is 6.57. Wires add up to 56800 microns. The total inserted antenna cells is 0.

The number of DRC violations after detailed routing is 0. Summing over every cut layer, the via total after detailed routing is 12800. The detailed-routing iteration count for the pre-antenna-repair pass is 6.

Synth
The post-synthesis cell type count is 84. The number of warnings reported in the yosys synthesis log is 1. The parity-gate share of the synthesized area counting xor and xnor cells is 2.29%.

After Yosys synthesis, and, or, nand and nor cells account for 23.6% of the synthesized area. The synthesized-area fraction occupied by adder cells is 12.5%. The sequential share of the synthesized area is 0%. In the synthesized netlist, mux cells make up 18.4% of the area. The main kind of combinational logic by area is AND-OR/OR-AND gates. After technology mapping, the gate count stands at 1488. Summing every instance area after synthesis gives 10300 sq um. A synthesized cell averages 6.93 sq um. The post-synthesis cell count from yosys is 1488. The area recorded from the Yosys report for this design is 10300 sq um.

The complex-gate fraction of the synthesized area is 33.4%.

Floorplan
The die is 187 microns tall. Pin placement for this block handled 102 I/O pins. The chip occupies 35100 sq um. Before placement the cells fill 30.6% of the core.

The area inside the core boundary is 33700 sq um. The report lists the number of standard-cell rows as 67. The die is 187 microns wide.

CTS
After clock tree synthesis, the repair step resized 0 gates. The number of setup buffers added after CTS is 0. The hold buffer count at cts is 0.

Pwr
The power report puts the net switching power at 0.317 mW. The part of the total power dissipated in combinational logic is 100.0%. Looking at the power breakdown, the clock network takes 0% of the total.

The internal cell power is 0.186 mW. The power density over the cells is 43.6 nW/um^2. Sequential cells burn 0% of the power. In this run the VDD rail shows a maximum IR drop of 0.0201 mV. Switching power as a fraction of the total was reported as 63.0%. The power consumption is 0.502 mW. The script extracted a total leakage power of 4.49 nW.

Global routing
The via count of the first global-routing pass came to 11900. Summed over all layers, the global routing overflow is 0. The first global-routing pass estimated 83100 microns of wire. Entering global routing, the biggest net connects 53 pins. The number of antenna violations at the first check in global routing came to 3. In the global route stage, overall resource usage came out at 32.4%.

Status
The flow ran to the end, and the final reports show no timing, DRC or antenna violations.

Hold path
The class of the tightest hold or removal check is in -> out.

Run
The count of warning messages emitted by the tools is 99. The number of maximum-capacitance violations is 0.
-- worst min-delay path by stage --
stage	startpoint	to	cells past startpoint
6_report	op2_i[3]	d_o[23]	6
5_1_grt	op2_i[3]	d_o[23]	6
4_1_cts	op2_i[3]	d_o[23]	6
-- cells in the final DEF, fill, tap and decap left out, drive strengths merged, types with 18 or more instances in the layout --
master,count
a22oi,23
a211oi,18
mux4,44
nor2,130
o21ai,75
a21oi,117
a31oi,24
xnor2,21
nor3,39
ha,100
buf,41
nand4,21
mux2,34
nand3,62
nand2,137
inv,97
o211ai,29
clkdlybuf4s50,97
mux2i,52
nand2b,21
a221oi,20
-- worst max-delay path, cell delays in order --
cell and delay [ns]:
clkdlybuf4s50_1 0.46, buf_4 0.46, inv_1 0.46, ha_1 0.54
and2_1 0.18, nand3_1 0.16, a211o_1 0.36, a31oi_1 0.47
a21oi_1 0.24, o21ai_0 0.51, o21ai_0 0.27, mux2i_1 0.19
o211ai_1 0.20, nand4b_1 0.27, and4bb_1 0.32, clkdlybuf4s50_1 0.45
-- metal layers --
metal / track usage, % / part of all wire [%]
met5: 0 / 0.023
met4: 10.8 / 4.1
met3: 6.69 / 9.8
met2: 48.2 / 43
met1: 46.6 / 43
-- power by group through the flow --
stage         clock [mW]  combinational [mW]  sequential (mW)
CTS                    0               0.487                0
global route           0               0.531                0
finish                 0               0.502                0
-- kinds of logic after synthesis --
family                   after synthesis
AND/OR/NAND/NOR                      503
AND-OR/OR-AND                        495
buffers and inverters                231
multiplexers                         130
adder cells (fa/ha/maj)              102
XOR/XNOR                              27
-- final cells by class --
class | instances | area (sq um) | share of cell area [%]
Tap cell | 448 | 561 | 4.87
Multi-Input combinational cell | 1257 | 9310 | 80.9
Inverter | 99 | 372 | 3.23
Timing Repair Buffer | 138 | 1270 | 11.0
-- cells in the mapped netlist, drive strengths merged, types with 24 or more instances --
master	instances	area (sq um)
a31oi	24	150
nor3	39	195
buf	60	370
nand3	62	310
nor2	130	488
mux2i	52	521
ha	100	1250
o211ai	29	218
a21oi	117	586
clkbuf	72	270
mux2	34	383
o21ai	75	375
inv	97	364
mux4	44	991
nand2	137	514
-- stage by stage --
| stage | utilization [%] | worst slack, ns |
|---|---|---|
| finish | 34.2 | 2.71 |
| global route | 34.2 | 2.32 |
| CTS | 34.2 | 2.83 |
| detailed placement | 34.2 | 2.84 |
| global placement | 34.2 | 2.89 |
| floorplan | - | 4.59 |
Power is estimated from default activity; no workload was simulated.
